[flow/run.sh]
#!/bin/bash
# OpenROAD 26Q1-2900-gdf79404cd8, Yosys 0.63+post, stock flow scripts
make -C /OpenROAD-flow-scripts/flow DESIGN_CONFIG=/design/flow/config.mk WORK_HOME=/design/flow/orfs finish
[flow/design.v]
module clkdiv 
# ( parameter in_freq = 50000000,
              out_freq = 1,
              width = 32,
              N = in_freq/out_freq
)
(
    input   wire    clk_in,
    output  reg     clk_out,
    input   wire    rst_
);
reg     [width-1:0] cnt;
initial begin
    cnt     <= 0;
    clk_out <= 1'b0;
end
always @ (posedge clk_in or negedge rst_) begin
    if ( ~rst_ ) begin
        cnt     <= 0;
        clk_out <= 1'b0;
    end
    else if ( cnt == N/2 ) begin
        cnt     <= cnt+1;
        clk_out <= ~clk_out;
    end
    else if ( cnt == N-1 ) begin
        cnt     <= 0;
        clk_out <= ~clk_out;
    end
    else if ( cnt > N-1 ) begin
        cnt     <= 0;
    end
    else begin
        cnt     <= cnt+1;
        clk_out <= clk_out;
    end
end
endmodule
[flow/constraint.sdc]
current_design clkdiv

set clk_period 5.1
set clk_io_pct 0.2

create_clock -name clk0 -period $clk_period [get_ports {clk_in}]

set non_clock_inputs [all_inputs -no_clocks]
set_input_delay [expr $clk_period * $clk_io_pct] -clock clk0 $non_clock_inputs
set_output_delay [expr $clk_period * $clk_io_pct] -clock clk0 [all_outputs]
[flow/config.mk]
export PLATFORM = sky130hd
export DESIGN_NAME = clkdiv
export DESIGN_NICKNAME = clkdiv
export VERILOG_FILES = /design/flow/design.v
export SDC_FILE = /design/flow/constraint.sdc
export NUM_CORES = 4
export LEC_CHECK = 1
export CORE_UTILIZATION = 30
==> run_results.csv <==
group,metric,value,unit
run_status,status,"completed",
layout,layout_top_cell,"dfrtp_1",
final_timing,setup_viol,0,
floorplan,die_x,75.6,um
route,drt_iter0_markers,66,
critical_path,path_max_fanout,26,
cts,cts_root_buf,"clkbuf_8",
final_timing,min_period,2120,ps
cts,htreeDepth,2,
logic_synthesis,logic_family,"simple AND/OR/NAND/NOR gates",
critical_path,reg2reg_depth,5,
placed_design,placedCellCount,237,
final_timing,min_period_over_period,41.6,%
job,tool_warnings,26,
grt,grt_pass1_wl,5.26,mm
placed_design,finalWeightedCongestion,0.816,
final_timing,rsz0062_at_grt,"false",
final_timing,hold_viol,0,
logic_synthesis,ys_seq_share,50.8,%
critical_path,slowest_stage,"nand4_2",
critical_path,cp_cell_sequence,"nor4_1 > nand2b_1 > o211ai_1 > nand4_2 > nor2_1",
placed_design,port_buffers,2,
logic_synthesis,ys.flops,33,
logic_synthesis,netlist_area,0.00163,mm^2
placed_design,placed_cell_area,0.00174,mm^2
placed_design,dpl.hpwl,1.97,mm
cts,cts_sinks,33,
cts,postCtsSetupBuffers,0,
power,power_frac_clock,51.3,%
final_timing,setup_tns,0,ps
floorplan,core,0.00517,mm^2
logic_synthesis,yosys.area_share.adder,1.54,%
grt,grt_start_max_net_pins,34,
critical_path,crit_family,"simple AND/OR/NAND/NOR gates",
layout,drive_above_1_share,9.71,%
power,switchingPower,0.101,mW
cts,cts_buffers,5,
route,dr.pass1.iters,4,
grt,grt_overflow,0,
min_path,holdCritPathClass,"flip-flop to flip-flop",
grt,grt_use_total,12.3,%
route,avgRoutedWirePerCell,12.0,um
logic_synthesis,synth-xor-area-share,12.9,%
cts,cts_tree,"built",
cts,ctsHoldBuffers,0,
critical_path,r2r-end,"cnt[15]$_DFF_PN0_",
job,drv_cap,0,
grt,antenna_found_initial,0,
layout,utilization,36.2,%
power,p_leak,0.709,nW
floorplan,die_h,75.6,um
logic_synthesis,synth.avg_cell_area,9.98,um^2
route,drt-total-wl,2.95,mm
power,p_per_area,299,mW/mm^2
power,comb_power_share,1.5,%
min_path,hold_end,"clk_out$_DFFE_PN0P_",
critical_path,reg2reg_from,"cnt[10]$_DFF_PN0_",
layout,design_area,0.00187,mm^2
final_timing,final_max_slew_viol_count,0,
power,p_int,0.460,mW
floorplan,die_area,0.00572,mm^2
floorplan,num_rows,26,
power,irDropWorstVdd,158,uV
critical_path,crit_buf_inv,0,
critical_path,cp-end-kind,"flip-flop",
power,switching_share,18.1,%
logic_synthesis,yosysChipArea,0.00163,mm^2
route,vias,1146,
route,drc_errors,0,
final_timing,clock_skew,2.52,ps
final_timing,worst_pin_slew,853,ps
cts,cts.repair.resized,0,
logic_synthesis,mux_area_share,0,%
route,ant_nets,0,
layout,fin_cells,245,
route,diodes,0,
floorplan,floorplan.core_util,31.4,%
critical_path,rrSetupSlack,2980,ps
logic_synthesis,yosys_warnings,1,
power,power_frac_seq,47.2,%
layout,lay_top_cells,"dfrtp_1 (33), nor2_1 (31), xnor2_1 (14)",
final_timing,relSlewSlack,42.6,%
grt,first_global_vias,1085,
final_timing,fmax,471,MHz
critical_path,max_stage_delay,620,ps
critical_path,start_kind,"flip-flop",
cts,clk_path_buf_depth,2,
floorplan,ioPinCount,3,
route,vias_per_cell,4.68,
critical_path,arrival,2310,ps
cts,clk_latency,280,ps
min_path,hold_path.startpoint,"clk_out$_DFFE_PN0P_",
min_path,worstHoldPathCells,1,
logic_synthesis,syn_inst,163,
cts,clkTransAtPathRegs,70,ps
critical_path,path_class,"flip-flop to flip-flop",
layout,areaGrowthSynthToFinish,15.2,%
logic_synthesis,synth-simple-area-share,29.9,%
logic_synthesis,ys_cells,163,
critical_path,required,5290,ps
logic_synthesis,synth_cell_types,32,
logic_synthesis,ys_sh_aoi,2.00,%
final cells by class:
type / count / area [um^2]
multi-input combinational: 125 / 777
sequential: 33 / 826
tap: 70 / 87.6
clock inverter: 3 / 65.1
inverter: 6 / 22.5
timing repair buffer: 3 / 27.5
clock buffer: 5 / 68.8
fill: 511 / 3300
power by group through the flow:
stage	logic [mW]	clock network, mW	registers, mW
finish	0.00815	0.288	0.265
global route	0.00993	0.308	0.265
CTS	0.00880	0.296	0.265
cell families (layout without fill, tap and decap cells):
kind of cell | Yosys count | in the layout
xor+xnor | 24 | 24
compound gates | 5 | 5
fa+ha+maj | 2 | 2
simple gates | 88 | 88
buf+inv | 10 | 17
flops | 33 | 33
other cells | 1 | 6
flip-flops by register name, summed over array words and instances, names as in the netlist:
signal,count
cnt,32
clk_out,1
synth_stat cells:
| cell | n | area, um^2 |
|---|---|---|
| nor4bb_1 | 1 | 10.0 |
| nand2b_1 | 1 | 6.26 |
| o211ai_1 | 1 | 7.51 |
| nor3_1 | 4 | 20.0 |
| xnor2_1 | 14 | 123 |
| nand3_2 | 1 | 10.0 |
| ha_1 | 2 | 25.0 |
| and3_2 | 1 | 7.51 |
| and4b_1 | 1 | 10.0 |
| nand4_1 | 4 | 25.0 |
| nor2_2 | 2 | 12.5 |
| or2_2 | 1 | 6.26 |
| nand3_1 | 11 | 55.1 |
| buf_2 | 4 | 20.0 |
| and3_1 | 4 | 25.0 |
| nand3b_1 | 1 | 7.51 |
| nor2_1 | 31 | 116 |
| dfrtp_1 | 33 | 826 |
| nor4_4 | 1 | 21.3 |
| xor2_1 | 10 | 87.6 |
| or4_4 | 1 | 11.3 |
| o2111ai_1 | 1 | 8.76 |
| nand4_2 | 1 | 12.5 |
| conb_1 | 1 | 3.75 |
| inv_1 | 6 | 22.5 |
| nor4_1 | 7 | 43.8 |
| a21oi_1 | 1 | 5.00 |
| nand2_1 | 9 | 33.8 |
| o21ai_0 | 1 | 5.00 |
| nor4b_1 | 3 | 26.3 |
| and4_1 | 3 | 26.3 |
| a31oi_1 | 1 | 6.26 |
metrics by stage:
stage	setup slack, ps	power, mW	hold slack (ps)
final	2980	0.561	469
after global routing	2800	0.583	491
after CTS	2930	0.570	480
after detailed placement	3010	0.279	466
after global placement	3070	0.278	465
after floorplan	3500	0.271	425
worst reg2reg max path: cells and delay by family, from the launching register on:
kind / cells / cell delay, ps
flops: 1 / 430
simple gates: 4 / 1420
compound gates: 1 / 190
worst max-delay path by stage:
stage,cells after the start,startpoint,end
CTS,5,cnt[10]$_DFF_PN0_,cnt[15]$_DFF_PN0_
global route,5,cnt[10]$_DFF_PN0_,cnt[2]$_DFF_PN0_
finish,5,cnt[10]$_DFF_PN0_,cnt[15]$_DFF_PN0_
per-layer routing:
metal  GRT usage (%)  part of all wire [%]  up-vias
met4            1.65                  0.98        0
met5               0                     0        -
met1            20.1                    54      553
li1                -                     -      577
met3            2.41                   2.7        5
met2            17.9                    43       11
Power and IR drop assume default switching activity.
