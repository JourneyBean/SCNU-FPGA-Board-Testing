===== /design/flow/design.v =====
module bcd2seg_ck(
    input   wire    bcd_code,
    output  reg     seg_code
);
always @ (bcd_code) begin
    case (bcd_code)
        4'h1: seg_code <= 8'b0000_0110;
        4'h2: seg_code <= 8'b0101_1011;
        4'h3: seg_code <= 8'b0100_1111;
        4'h4: seg_code <= 8'b0110_0110;
        4'h5: seg_code <= 8'b0110_0101;
        4'h6: seg_code <= 8'b0111_1101;
        4'h7: seg_code <= 8'b0000_0111;
        4'h8: seg_code <= 8'b0111_1111;
        4'h9: seg_code <= 8'b0110_0111;
        4'ha: seg_code <= 8'b0111_0111;
        4'hb: seg_code <= 8'b0111_1100;
        4'hc: seg_code <= 8'b0011_1001;
        4'hd: seg_code <= 8'b0101_1110;
        4'he: seg_code <= 8'b0111_1001;
        4'hf: seg_code <= 8'b0111_0001;
        4'h0: seg_code <= 8'b0011_1111;
    endcase
end
endmodule
module bcd2seg_ca(
    input   wire    [3:0]   bcd_code,
    output  reg     [7:0]   seg_code
);
always @ (bcd_code) begin
    case (bcd_code)
        4'h1: seg_code <= 8'b1111_1001;
        4'h2: seg_code <= 8'b1010_0100;
        4'h3: seg_code <= 8'b1011_0000;
        4'h4: seg_code <= 8'b1001_1001;
        4'h5: seg_code <= 8'b1001_0010;
        4'h6: seg_code <= 8'b1000_0010;
        4'h7: seg_code <= 8'b1111_1000;
        4'h8: seg_code <= 8'b1000_0000;
        4'h9: seg_code <= 8'b1001_0000;
        4'ha: seg_code <= 8'b1000_1000;
        4'hb: seg_code <= 8'b1000_0011;
        4'hc: seg_code <= 8'b1100_0110;
        4'hd: seg_code <= 8'b1010_0001;
        4'he: seg_code <= 8'b1000_0110;
        4'hf: seg_code <= 8'b1111_1111;  
        4'h0: seg_code <= 8'b1100_0000;
    endcase
end
endmodule
module seg_display
(
    input   wire    [23:0]  bcd_data,
    output  wire    [7:0]   seg_data,
    output  reg     [5:0]   seg_cs,
    input   wire    clk, rst_
);
reg     [3:0]   bcd, cnt;
bcd2seg_ca segdec(bcd, seg_data);
initial begin
    cnt <= 4'b0;
end
always @ (posedge clk or negedge rst_) begin
    if ( ~rst_ ) begin
        cnt <= 4'b0;
        bcd <= 4'hf;
    end
    else
        case (cnt)
            4'h0: begin 
                seg_cs <= 6'b011111; 
                bcd <= bcd_data[3:0];   
                cnt <= cnt+1; end
            4'h1: begin 
                seg_cs <= 6'b101111; 
                bcd <= bcd_data[7:4];   
                cnt <= cnt+1; end
            4'h2: begin 
                seg_cs <= 6'b110111; 
                bcd <= bcd_data[11:8];  
                cnt <= cnt+1; end
            4'h3: begin 
                seg_cs <= 6'b111011; 
                bcd <= bcd_data[15:12]; 
                cnt <= cnt+1; end
            4'h4: begin 
                seg_cs <= 6'b111101; 
                bcd <= bcd_data[19:16]; 
                cnt <= cnt+1; end
            4'h5: begin 
                seg_cs <= 6'b111110; 
                bcd <= bcd_data[23:20]; 
                cnt <= 0;     end
            default: cnt <= 0;
        endcase
end
endmodule

===== /design/flow/run.sh =====
#!/bin/bash
# OpenROAD 26Q1-2900-gdf79404cd8, Yosys 0.63+post, stock flow scripts
make -C /OpenROAD-flow-scripts/flow DESIGN_CONFIG=/design/flow/config.mk WORK_HOME=/design/flow/orfs finish

===== /design/flow/config.mk =====
export PLATFORM = sky130hd
export DESIGN_NAME = seg_display
export DESIGN_NICKNAME = seg_display
export VERILOG_FILES = /design/flow/design.v
export SDC_FILE = /design/flow/constraint.sdc
export NUM_CORES = 4
export LEC_CHECK = 1
export CORE_AREA = 10 10 88 88
export DIE_AREA = 0 0 98 98

===== /design/flow/constraint.sdc =====
current_design seg_display

set clk_period 2.6
set clk_io_pct 0.2

create_clock -name clk0 -period $clk_period [get_ports {clk}]

set non_clock_inputs [all_inputs -no_clocks]
set_input_delay [expr $clk_period * $clk_io_pct] -clock clk0 $non_clock_inputs
set_output_delay [expr $clk_period * $clk_io_pct] -clock clk0 [all_outputs]

==> impl_metrics.yaml <==
# flow metrics
outcome:
  status: "completed"
global_routing:
  antenna_found_initial: 0
  grt_pass1_wl_um: 5330
  grt_max_degree: 19
  track_usage_pct: 6.61
  grt_pass1_vias: 1063
  grt_overflow: 0
critical_path:
  r2r-end: "seg_cs[0]"
  path_depth: 5
  worstRegToRegCells: 5
  cp_slowest_cell: "dfstp_2"
  crit_fanout: 6
  critPathBufInv: 3
  cp_cell_sequence: "buf_4, ha_1, inv_1, mux4_2, clkdlybuf4s50_1"
  crit_path_start_kind: "flip-flop"
  worstPathRequired_ns: 2.08
  reg2reg_from: "cnt[1]"
  crit_path_end_kind: "primary output"
  critPathLaunch: "bcd[1]"
  cpPeakStageDelay_ns: 0.54
  crit_type: "reg2out"
  reg2reg_setup_slack_ns: 0.48
  cp_top_family: "buffers and inverters"
  critPathCapture: "seg_data[4]"
  cp_data_arrival_time_ns: 1.98
routing:
  dr.pass1.iters: 4
  wirelength_um: 3190
  viasPerCell: 4.30
  drtIter0Drc: 37
  route.vias.total: 942
  ant_nets: 0
  diodes: 0
  wl_per_cell_um: 14.6
  drc_errors: 0
place:
  dp_cells: 213
  place.gp.congestion: 0.842
  port_buffers: 38
  place_hpwl_um: 2480
synthesis:
  async_flop_share_pct: 57.1
  postSynthSeqShare_pct: 35.2
  ys_ff: 14
  edf_count: 6
  syn_area_mm2: 0.00110
  yosysWarnings: 2
  synthFlopType: "edfxtp_1"
  synthCells: 109
  synth.largest_area_cell: "edfxtp_1"
  yosys_cells: 109
  syn_area_per_cell_um2: 10.1
  topCellsByArea: "edfxtp_1 (16%), ha_1 (11%), dfstp_2 (9.6%)"
  yosysChipArea_mm2: 0.00110
  top_area_share_pct: 16.4
  ys_types: 43
floorplanning:
  fp.coreArea_mm2: 0.00592
  rows: 28
  die_y_um: 98
  die_w_um: 98
  fp_util_pct: 18.5
  die_area_mm2: 0.00960
  pin_count: 40
clock_tree:
  clk_pin_slew_ns: 0.06
  clockRootBuffer: "clkbuf_8"
  cts_tree: "built"
  clock_latency_ns: 0.24
  clockBufferDepth: 2
  clock_sinks: 14
  htreeDepth: 1
  tritoncts.num_buffers: 3
final_layout:
  final_util_pct: 27.6
  logic_area_um2: 661
  flop_area_um2: 385
  syn_to_final_growth_pct: 48.9
  drive_gt1_share_pct: 17.4
  finalNonFillerCells: 219
  num-fill-cells: 598
sta:
  slew_violations: 0
  rsz0062_at_grt: "false"
  fmax_mhz: 400
  finalCritPeriodShare_pct: 96.2
  setup_viol: 0
  slew_headroom_pct: 63.0
  finClkSkew_ns: 0.00506
  min_period_ns: 2.50
  worst_pin_slew_ns: 0.555
  hold_viol: 0
  hold_ws_ns: 0.504
  tns_ns: 0
power:
  p_leak_uw: 0.000653
  power_density_mw_per_mm2: 348
  p_total_uw: 568
  ir_drop_mv: 0.182
flow_run:
  drv_cap: 0
  warnings: 33
hold_path:
  min_path_type: "reg2reg"
==> flip-flops by register name, indices dropped and copies added, names as in the netlist <==
signal  cells
cnt         4
bcd         4
seg_cs      6
==> layout make-up <==
type                            count  share of cell area [%]
Inverter                            7                    1.76
Clock buffer                        4                    3.37
Timing Repair Buffer               41                    25.0
Tap cell                           75                    5.75
Multi-Input combinational cell     78                    40.5
Sequential cell                    14                    23.6
==> stage by stage <==
step	worst slack, ns	cell area [um^2]
after floorplan	0.681	1100
after global routing	0.00954	1630
final	0.0980	1630
after CTS	0.00989	1610
after detailed placement	0.154	1530
after global placement	0.166	1530
==> worst register-to-register path, stage by stage (launching register included) <==
cell     delay, ns
dfrtp_1       0.40
inv_1         0.10
ha_1          0.46
nor2_1        0.13
o22a_4        0.25
nor2_1        0.41
==> Yosys cell counts, drive strengths merged (3+ instances only) <==
| cell type | instances |
|---|---|
| a211oi | 3 |
| a21oi | 5 |
| a22oi | 5 |
| a32o | 3 |
| buf | 4 |
| clkbuf | 6 |
| dfrtp | 4 |
| dfstp | 4 |
| edfxtp | 6 |
| ha | 10 |
| inv | 7 |
| mux4 | 3 |
| nand2 | 4 |
| nor2 | 8 |
| nor2b | 3 |
| nor3 | 4 |
| nor3b | 3 |
==> worst min path at each step <==
stage / slack, ns / endpoint / depth (start not counted) / start
after CTS: 0.51 / cnt[0] / 1 / cnt[0]
after global routing: 0.52 / cnt[0] / 1 / cnt[0]
final: 0.50 / cnt[0] / 1 / cnt[0]
==> routing by layer <==
layer | part of all wire (%) | track usage [%]
met5 | 0 | 0
met4 | 0 | 0.224
met3 | 5.1 | 2.06
met2 | 48 | 11.1
met1 | 47 | 8.62
==> logic make-up (layout without fill, tap and decap cells) <==
family / after synthesis / count (layout) / synth area share [%]
fa+ha+maj: 10 / 10 / 11.4
xor+xnor: 1 / 1 / 0.799
compound gates: 29 / 29 / 21.3
buf+inv: 17 / 52 / 7.08
other cells: 1 / 1 / 0.342
flops: 14 / 14 / 35.2
mux: 4 / 4 / 7.08
simple gates: 33 / 33 / 16.8
==> repair_timing <==
action                                  CTS  global route
hold buffers                              0             0
buffers inserted                          2             0
resized                                   1             8
pin swaps                                 1             1
endpoints found under the setup margin    4             5
==> power by group <==
| part | total, uW | switching (uW) | internal [uW] |
|---|---|---|---|
| combinational | 111 | 31.9 | 78.8 |
| clock | 209 | 74.7 | 134 |
| sequential | 249 | 8.59 | 240 |
| total | 568 | 115 | 453 |
==> layout by cell type, fill, tap and decap left out, types with 2 or more instances in the layout <==
cell type,instances
ha_4,2
a211o_1,2
clkdlybuf4s50_1,36
nor2b_1,2
a211oi_1,3
or4b_2,2
nor3_1,4
nand2_1,4
mux4_2,3
dlymetal6s2s_1,2
a22oi_1,5
a221oi_1,2
nand3_1,2
buf_4,3
and3_1,2
a21oi_1,5
nor3b_1,3
dfrtp_1,4
clkbuf_8,4
inv_1,5
dfstp_2,4
ha_1,8
a32o_1,3
edfxtp_1,6
nor2_1,8
Power and IR drop assume default switching activity.
